## design.v

```verilog
module GCDcontroller 
( input clk, input reset, input start ,
  output reg A_en, output reg B_en, output reg [1:0] A_sel, output reg B_sel,
  input B_zero, input A_lt_B, output reg result_rdy 
); 
  localparam WAIT = 2'd0; localparam CALC = 2'd1; localparam DONE = 2'd2;
  reg [1:0] state_next; reg [1:0] state=WAIT;
  always @( posedge clk ) begin if ( reset ) state <= WAIT ; else state <= state_next ; end
  always @(*) begin
    A_sel = 0 ; A_en = 1'b0; B_sel = 0; B_en = 1'b0; result_rdy = 1'b0;
    case ( state )
      WAIT: begin A_sel = 0; B_sel = 0;  
          if ( start ) begin A_en = 1'b1 ; B_en = 1'b1 ; end end
      CALC: if ( A_lt_B ) begin A_sel = 1; A_en = 1'b1; B_sel = 1; B_en = 1'b1; end
            else if ( !B_zero ) begin A_sel = 2; A_en = 1'b1; end
      DONE: result_rdy = 1'b1; 
    endcase
  end
  always @(*) begin state_next = state;
    case ( state ) WAIT : if ( start ) state_next = CALC;
      CALC : if ( B_zero ) state_next = DONE; DONE : if ( reset ) state_next = WAIT;
    endcase
  end
endmodule
module GCDdatapath#( parameter W = 8 )
( input clk, input [W-1:0] operand_A, input [W-1:0] operand_B,
  output [W-1:0] result_data,
  input A_en, input B_en, input [1:0] A_sel, input B_sel,
  output B_zero, output A_lt_B
); 
  reg [W-1:0] A; reg [W-1:0] B; wire [W-1:0] sub_out; wire [W-1:0] A_out;
  assign A_out = (A_sel==2'd0) ? operand_A : ( (A_sel==2'd1) ? B : sub_out ) ;
  always @( posedge clk ) begin if ( A_en ) A <= A_out ; end
  wire [W-1:0] B_out;
  assign B_out = (B_sel==0) ? operand_B : A ;
  always @( posedge clk ) begin if ( B_en ) B <= B_out ; end
  assign B_zero = (B==0); assign A_lt_B = (A < B);
  assign sub_out = A - B; assign result_data = A; 
endmodule
module GCDwrapper #( parameter w=8 )
( input dut_clk, 
output [w-1:0] dut_result );
reg [w*2+2 : 0] rom [0:31];
reg [w*2+2 : 0] romout;
reg [4:0] romaddr=0;
wire result_rdy, clk, reset, start, A_en, B_en, B_sel, B_zero, A_lt_B;
wire [7:0] inA, inB;
wire [1:0] A_sel;
always @ (*) begin
romout = rom[romaddr];
end
always @ (posedge dut_clk) begin
if (!result_rdy) romaddr <= romaddr+1;
end
assign clk = romout[0];
assign reset = romout[1];
assign start = romout[2];
assign inA = romout[10:3];
assign inB = romout[18:11];
GCDdatapath gcd_dp_unit ( clk, inA, inB, dut_result, A_en, B_en, A_sel, B_sel, B_zero, A_lt_B );
GCDcontroller gcd_fsm_unit ( clk, reset, start ,A_en, B_en, A_sel, B_sel,B_zero, A_lt_B, result_rdy );
initial begin
rom[0] = { 8'b00011110, 8'b00010100,1'b0,1'b0, 1'b0 };
rom[1] = { 8'b00011110, 8'b00010100,1'b0,1'b1, 1'b1 };
rom[2] = { 8'b00011110, 8'b00010100,1'b0,1'b1, 1'b0 };
rom[3] = { 8'b00011110, 8'b00010100,1'b0,1'b0, 1'b1 };
rom[4] = { 8'b00011110, 8'b00010100,1'b1,1'b0, 1'b0 };
rom[5] = { 8'b00011110, 8'b00010100,1'b1,1'b0, 1'b1 };
rom[6] = { 8'b00011110, 8'b00010100,1'b0,1'b0, 1'b0 };
rom[7] = { 8'b00011110, 8'b00010100,1'b0,1'b0, 1'b1 };
rom[8] = { 8'b00011110, 8'b00010100,1'b0,1'b0, 1'b0 };
rom[9] = { 8'b00011110, 8'b00010100,1'b0,1'b0, 1'b1 };
rom[10] = { 8'b00011110, 8'b00010100,1'b0,1'b0, 1'b0 };
rom[11] = { 8'b00011110, 8'b00010100,1'b0,1'b0, 1'b1 };
rom[12] = { 8'b00011110, 8'b00010100,1'b0,1'b0, 1'b0 };
rom[13] = { 8'b00011110, 8'b00010100,1'b0,1'b0, 1'b1 };
rom[14] = { 8'b00011110, 8'b00010100,1'b0,1'b0, 1'b0 };
rom[15] = { 8'b00011110, 8'b00010100,1'b0,1'b0, 1'b1 };
rom[16] = { 8'b00011110, 8'b00010100,1'b0,1'b0, 1'b0 };
rom[17] = { 8'b00011110, 8'b00010100,1'b0,1'b0, 1'b1 };
rom[18] = { 8'b00011110, 8'b00010100,1'b0,1'b0, 1'b0 };
rom[19] = { 8'b00011110, 8'b00010100,1'b0,1'b0, 1'b1 };
rom[20] = { 8'b00011110, 8'b00010100,1'b0,1'b0, 1'b0 };
rom[21] = { 8'b00011110, 8'b00010100,1'b0,1'b0, 1'b1 };
rom[22] = { 8'b00011110, 8'b00010100,1'b0,1'b0, 1'b0 };
rom[23] = { 8'b00011110, 8'b00010100,1'b0,1'b0, 1'b1 };
rom[24] = { 8'b00011110, 8'b00010100,1'b0,1'b0, 1'b0 };
rom[25] = { 8'b00011110, 8'b00010100,1'b0,1'b0, 1'b1 };
rom[26] = { 8'b00011110, 8'b00010100,1'b0,1'b0, 1'b0 };
rom[27] = { 8'b00011110, 8'b00010100,1'b0,1'b0, 1'b1 };
rom[28] = { 8'b00011110, 8'b00010100,1'b0,1'b0, 1'b0 };
rom[29] = { 8'b00011110, 8'b00010100,1'b0,1'b0, 1'b1 };
rom[30] = { 8'b00011110, 8'b00010100,1'b0,1'b0, 1'b0 };
rom[31] = { 8'b00011110, 8'b00010100,1'b0,1'b0, 1'b1 };
end
endmodule
module gcd_hw3 (
input wire CLOCK_50,
output wire [7:0] LEDR );
wire dut_clk;
wire [7:0] dut_result;
GCDwrapper i0 (dut_clk, dut_result);
assign LEDR[7:1] = dut_result[6:0];
assign LEDR[0] = dut_clk;
localparam log2_slowdown_factor = 2;
reg [log2_slowdown_factor - 1 :0] counter = 0;
assign dut_clk = counter[log2_slowdown_factor - 1];
always @ ( posedge CLOCK_50 ) begin
counter <= counter + 1;
end
endmodule
```

## config.mk

```make
export PLATFORM = sky130hd
export DESIGN_NAME = gcd_hw3
export DESIGN_NICKNAME = gcd_hw3
export VERILOG_FILES = /design/flow/design.v
export SDC_FILE = /design/flow/constraint.sdc
export NUM_CORES = 4
export LEC_CHECK = 1
export CORE_UTILIZATION = 30
```

## constraint.sdc

```tcl
current_design gcd_hw3

set clk_period 1.0
set clk_io_pct 0.2

create_clock -name clk0 -period $clk_period [get_ports {CLOCK_50}]

set non_clock_inputs [all_inputs -no_clocks]
set_input_delay [expr $clk_period * $clk_io_pct] -clock clk0 $non_clock_inputs
set_output_delay [expr $clk_period * $clk_io_pct] -clock clk0 [all_outputs]
```

## run.sh

```bash
#!/bin/bash
# OpenROAD 26Q1-2900-gdf79404cd8, Yosys 0.63+post, stock flow scripts
make -C /OpenROAD-flow-scripts/flow DESIGN_CONFIG=/design/flow/config.mk WORK_HOME=/design/flow/orfs finish
```

==> summary.rpt <==
=== SYNTHESIS / PLACE & ROUTE SUMMARY ===
----------------------------------------------------
[Floorplanning]
  Height of the die ........................ ~70 um
  Chip Footprint ........................ around 5200 um^2
  Die outline width ........................ between 70 and 80 um
  Init Core Util ........................ 0.3110
  Standard cell core area ........................ approximately 4700 um^2
  I/O Pins ........................ 9
  Row count ........................ 25

[GRT]
  Pin count of the biggest net entering global routing ........................ 24
  Total global routing track utilization ........................ 0.09950
  Initial antenna violation count ........................ 0
  Global-route wire length before repair ........................ 4.043 mm
  Via count of the first global-routing pass ........................ 870
  Overflow left after global routing ........................ 0

[Setup path]
  Element type at the critical path end ........................ output pin
  Worst reg2reg startpoint ........................ counter[1]
  Critical path class ........................ reg2out
  Peak fanout along the critical path ........................ 2
  Worst path top cell family by delay ........................ flip-flops
  Reg2reg setup slack ........................ 0.30 ns
  Number of cells on the critical path ........................ 1
  CP Buf/Inv Count ........................ 1
  Capturing instance or port of the critical path ........................ LEDR[0]
  Timing startpoint of the critical path ........................ counter[1]
  Reg2Reg Depth ........................ 2
  Slowest CP cell ........................ sky130_fd_sc_hd__dfxtp_2
  Delay of the slowest cell on the worst path ........................ roughly 0.3 ns
  Critical path cell sequence ........................ dlygate4sd2_1
  Worst endpoint data arrival time ........................ 0.74 ns
  Startpoint type of the worst setup path ........................ register
  Capture point of the worst reg-to-reg path ........................ counter[1]
  Data required time of the critical path ........................ approximately 0.80 ns

[Power and ir drop]
  Power per cell area ........................ between 200 and 300 nW/um^2
  Worst-case vdd ir drop ........................ 0.0005723 V
  Reported leakage power ........................ about 0.62 nW

[Logic synthesis]
  Synth top area cells ........................ sky130_fd_sc_hd__edfxtp_1 (43%), sky130_fd_sc_hd__ha_1 (7.7%), sky130_fd_sc_hd__dfxtp_1 (5.5%)
  Number of cells in the yosys synthesis report ........................ about 130
  Number of synthesized flops with an enable pin ........................ 21
  Post-synthesis average cell area ........................ 11.39 um^2
  Netlist Area Pre-Place ........................ ~1500 um^2
  Dominant register cell in the synthesized netlist ........................ sky130_fd_sc_hd__edfxtp_1
  Warning count from the yosys run ........................ 4
  Ys async rst share ........................ 0
  Sequential-to-total area share from yosys stat ........................ 0.4838
  Area leader share ........................ 0.4293
  Post-Syn Instances ........................ approximately 130
  Yosys reg bits ........................ 25
  Area reported by Yosys stat ........................ roughly 1500 um^2
  Library cell with the largest summed area after synthesis ........................ sky130_fd_sc_hd__edfxtp_1
  Unique masters post-synth ........................ 39

[STA]
  Min Clock Period, post-route ........................ approximately 0.94 ns
  Number of unconstrained endpoints ........................ ~51
  Worst hold slack after final layout ........................ 0.3855 ns
  Number of endpoints failing setup at the final stage ........................ 0
  RSZ-0062 raised after global routing ........................ no
  Worst slew margin ........................ 0.5885
  Fin Setup TNS ........................ 0 ns
  Hold Violations, Final ........................ 0
  Slew Limit Fails ........................ 0
  Max frequency ........................ around 1100 MHz
  Final worst slack ........................ ~0.058 ns
  Layout Skew ........................ 0.0005598 ns
  Final clock period utilization by the worst path ........................ 0.9416
  Worst Max-Slew Pin Slew ........................ between 0.6 and 0.7 ns
  Number of register pins that no clock reaches ........................ 23

[Clocking]
  Clock buffers created by TritonCTS ........................ 3
  Number of setup buffers added after CTS ........................ 0
  Maximum level of the CTS H-tree ........................ 1
  Clk latency of the worst-skew pair ........ between 0.2 and 0.25 ns
  Max clock buf depth ........................ 2
  Root buffer selected by CTS ........................ sky130_fd_sc_hd__clkbuf_8
  TritonCTS clock tree ........................ yes
  Reg clk slew, reported paths ........................ 0.03 ns

[Placement]
  Routability congestion estimate ........................ slightly below 0.8
  Placed wire-length estimate after detailed placement ........................ ~1.7 mm
  Setup WS pre-CTS ........................ 0.03938 ns
  Number of input and output port buffers inserted ........................ 8

[Finish]
  Area growth syn-to-layout ........................ 9.114%
  Final core utilization ........................ 0.3393
  Reg area ........................ about 710 um^2
  Layout cells sized above 1 ........................ 0.07634
  Area taken by multi-input logic gates ........................ 634.4 um^2
  Fill count ........................ approximately 460

[Min path]
  Hold/Removal Path Class ........................ reg2reg

[Run]
  Number of warnings in the stage logs ........................ 25
  Count of max-cap constraint violations ........................ 0

[Detailed routing]
  DRC violation total after the first TritonRoute iteration ........................ 22
  Vias per cell ........................ between 4 and 5
  First-pass iteration count of the detailed router ........................ 4
  Total Routed Length ........................ around 2.3 mm
  Number of DRC violations after detailed routing ........................ 0
  Number of nets with antenna violations after detailed routing ........................ 0
  Via count ........................ about 900
  Wire per inst ........................ between 10 and 15 um
  Diodes inserted ........................ 0

[Outcome]
  Outcome ........................ finished clean

----------------------------------------------------
==> final cells by class <==
| class | count | share of cell area |
|---|---|---|
| inverters | 12 | 0.02810 |
| flip-flops and latches | 25 | 0.4442 |
| multi-input cells | 82 | 0.3958 |
| clock buffers | 3 | 0.02576 |
| repair buffers | 9 | 0.05386 |
| well taps | 67 | 0.05230 |
==> power by group <==
| group | internal, mW | switching [mW] | leakage, nW |
|---|---|---|---|
| clock | 0.255 | 0.0657 | 0.0216 |
| combinational | 0 | 0 | 0.330 |
| sequential | 0.0805 | 0 | 0.273 |
==> how the worst min path moves through the flow <==
| stage | slack, ns | endpoint | start | cells after the start |
|---|---|---|---|---|
| finish | 0.39 | counter[0] | counter[0] | 1 |
| global route | 0.40 | counter[0] | counter[0] | 1 |
| CTS | 0.39 | counter[0] | counter[0] | 1 |
==> sequential cells by signal, summed over array words and instances (netlist names) <==
name / cells
i0.gcd_fsm_unit.state: 2
counter: 2
i0.gcd_dp_unit.B: 8
i0.gcd_dp_unit.A: 8
i0.romaddr: 5
==> metal layers <==
layer | vias to the layer above | global-route usage | part of all wire
met5 | - | 0 | 0
met4 | 0 | 0.008715 | 0.0072
met1 | 445 | 0.1629 | 0.52
li1 | 467 | - | -
met3 | 2 | 0.001408 | 0.012
met2 | 10 | 0.1625 | 0.46
==> cells by family (layout without fill, tap and decap cells) <==
family,after synthesis,count (layout),synth area share
fa+ha+maj,10,10,0.09029
buf+inv,22,24,0.08432
xor+xnor,8,8,0.04770
simple gates,37,37,0.1414
flops,25,25,0.4838
compound gates,27,27,0.1525
==> cell usage after synthesis (2+ instances only) <==
cell type	n
sky130_fd_sc_hd__a211oi_1	2
sky130_fd_sc_hd__a21o_1	5
sky130_fd_sc_hd__a21oi_1	4
sky130_fd_sc_hd__a32o_1	2
sky130_fd_sc_hd__and2_1	4
sky130_fd_sc_hd__buf_4	9
sky130_fd_sc_hd__dfxtp_1	4
sky130_fd_sc_hd__edfxtp_1	21
sky130_fd_sc_hd__ha_1	9
sky130_fd_sc_hd__inv_1	12
sky130_fd_sc_hd__nand2_1	6
sky130_fd_sc_hd__nand2b_1	9
sky130_fd_sc_hd__nand3_1	2
sky130_fd_sc_hd__nor2_1	7
sky130_fd_sc_hd__nor4b_1	2
sky130_fd_sc_hd__o31ai_1	2
sky130_fd_sc_hd__xnor2_1	5
sky130_fd_sc_hd__xor2_1	3
==> worst register-to-register path, delay by kind of cell (launching register included) <==
| family | cells | cell delay [ns] |
|---|---|---|
| flip-flops | 1 | 0.30 |
| XOR/XNOR | 1 | 0.14 |
| buffers and inverters | 1 | 0.14 |
==> placed cells by master (no fill, tap or decap), types with 2 or more instances in the layout <==
cell,Yosys,routed
sky130_fd_sc_hd__nand3_1,2,2
sky130_fd_sc_hd__xor2_1,3,3
sky130_fd_sc_hd__a21o_1,5,5
sky130_fd_sc_hd__edfxtp_1,21,21
sky130_fd_sc_hd__dfxtp_1,4,3
sky130_fd_sc_hd__and2_1,4,4
sky130_fd_sc_hd__xnor2_1,5,5
sky130_fd_sc_hd__a32o_1,2,2
sky130_fd_sc_hd__ha_1,9,9
sky130_fd_sc_hd__o31ai_1,2,2
sky130_fd_sc_hd__nor4b_1,2,2
sky130_fd_sc_hd__inv_1,12,12
sky130_fd_sc_hd__nand2b_1,9,9
sky130_fd_sc_hd__nand2_1,6,6
sky130_fd_sc_hd__a21oi_1,4,4
sky130_fd_sc_hd__clkbuf_8,0,3
sky130_fd_sc_hd__nor2_1,7,7
sky130_fd_sc_hd__clkdlybuf4s50_1,0,7
sky130_fd_sc_hd__a211oi_1,2,2
==> per-stage QoR <==
stage	cell area, um^2	std cells	total power, mW
floorplan	1469	129	0.08143
global placement	1562	195	0.08143
detailed placement	1562	195	0.08143
CTS	1603	198	0.4134
global route	1603	198	0.4107
finish	1603	198	0.4009
==> timing repair <==
action	CTS	global route
hold buffers	0	0
endpoints found under the hold margin	0	0
endpoints found under the setup margin	1	0
resized	2	0
Power figures rest on the tool's default switching activity, not on a simulated workload.
